==> ./design.v <==
module carry_lookahead_adder (
    input wire [31:0] input_a,
    input wire [31:0] input_b,
    input wire carry_in,
    output wire [31:0] output_c,
    output wire carry_out
);
    wire [8:0] carries;
    assign carries[0] = carry_in;
    assign carry_out = carries[8];
    genvar i;
    generate
        for (i = 0; i < 8; i = i + 1) begin
            cla_4_bits_module mod (
                carries[i],
                input_a[(i + 1) * 4 - 1:i * 4],
                input_b[(i + 1) * 4 - 1:i * 4],
                output_c[(i + 1) * 4 - 1:i * 4],
                carries[i + 1]
            );
        end
    endgenerate
endmodule
module cla_4_bits_module (
    input wire carry_in,
    input wire [3:0] input_a,
    input wire [3:0] input_b,
    output wire [3:0] output_c,
    output wire carry_out
);
    wire [3:0] ands;
    wire [3:0] xors;
    wire [4:0] carries;
    wire [3:0] partial_carries;
    assign carries[0] = carry_in;
    assign carry_out = carries[4];
    genvar j;
    generate
        for(j = 0; j < 4; j = j+1)
        begin
            assign ands[j] = input_a[j] & input_b[j];
            assign xors[j] = input_a[j] ^ input_b[j];
            assign output_c[j] = xors[j] ^ carries[j];
        end
    endgenerate
    assign carries[1] = ands[0] | 
        (carries[0] & xors[0]);
    assign carries[2] = ands[1] | 
        (ands[0] & xors[1]) | 
        (carries[0] & xors[0] & xors[1]);
    assign carries[3] = ands[2] | 
        (ands[1] & xors[2]) | 
        (ands[0] & xors[1] & xors[2]) |
        (carries[0] & xors[1] & xors[2] & xors[3]);
    assign carries[4] = ands[3] | 
        (ands[2] & xors[3]) | 
        (ands[1] & xors[2] & xors[3]) |
        (ands[0] & xors[1] & xors[2] & xors[3]) | 
        (carries[0] & xors[0] & xors[1] & xors[2] & xors[3]);
endmodule
module alu (
    input [31:0]  input_a,
    input [31:0]  input_b,
    input [3:0]   opcode,
    output [31:0] res
);
    wire [31:0] or_sig;
    wire [31:0] and_sig;
    wire [31:0] xor_sig;
    wire [31:0] not_sig;
    assign or_sig  = input_a | input_b;
    assign and_sig = input_a & input_b;
    assign xor_sig = input_a ^ input_b;
    assign not_sig = ~input_a;
    wire [31:0] corrected_b;
    wire carry_in;
    assign corrected_b =    (opcode == 4'b0101) ? ~input_b : 
                            (opcode == 4'b0010) ? 32'b1 :
                            (opcode == 4'b0011) ? ~(32'b1) :
                            input_b;
    assign carry_in =   ((opcode == 4'b0101) | (opcode == 4'b0011)) ? 32'b1 :
                        32'b0;
    wire [31:0] adder_output;
    wire carry_out; 
    carry_lookahead_adder adder (
        input_a,
        corrected_b,
        carry_in,
        adder_output,
        carry_out
    );
    assign res =    ((opcode & 4'b1000) == 0) ? adder_output :
                    (opcode == 4'b1000) ? or_sig :
                    (opcode == 4'b1001) ? and_sig :
                    (opcode == 4'b1010) ? xor_sig :
                    (opcode == 4'b1011) ? not_sig : 32'b0;
endmodule
==> ./run.sh <==
#!/bin/bash
# OpenROAD 26Q1-2900-gdf79404cd8, Yosys 0.63+post, stock flow scripts
make -C /OpenROAD-flow-scripts/flow DESIGN_CONFIG=/design/flow/config.mk WORK_HOME=/design/flow/orfs finish
==> ./config.mk <==
export PLATFORM = sky130hd
export DESIGN_NAME = alu
export DESIGN_NICKNAME = alu
export VERILOG_FILES = /design/flow/design.v
export SDC_FILE = /design/flow/constraint.sdc
export NUM_CORES = 4
export LEC_CHECK = 1
export CORE_UTILIZATION = 50
==> ./constraint.sdc <==
current_design alu

set clk_period 13.6
set clk_io_pct 0.2

create_clock -name clk0 -period $clk_period

set non_clock_inputs [all_inputs -no_clocks]
set_input_delay [expr $clk_period * $clk_io_pct] -clock clk0 $non_clock_inputs
set_output_delay [expr $clk_period * $clk_io_pct] -clock clk0 [all_outputs]
==> impl_metrics.xml <==
<?xml version="1.0" encoding="UTF-8"?>
<metrics>
  <group name="outcome">
    <metric name="run_status" unit="">complete, no violations</metric>
  </group>
  <group name="global_routing">
    <metric name="grt_pass1_wl" unit="µm">16570</metric>
    <metric name="grtUsageTotal" unit="">0.2401</metric>
    <metric name="initial_antenna_violation_count" unit="">0</metric>
    <metric name="grt_max_degree" unit="">43</metric>
    <metric name="gr-total-overflow" unit="">0</metric>
    <metric name="grt_pass1_vias" unit="">3657</metric>
  </group>
  <group name="detailed_routing">
    <metric name="antennaDiodeCount" unit="">0</metric>
    <metric name="drcViolationCount" unit="">0</metric>
    <metric name="drt_wl_total" unit="µm">9700</metric>
    <metric name="wire_per_inst" unit="µm">13.43</metric>
    <metric name="detailedRoute.firstPassIterationCount" unit="">4</metric>
    <metric name="detailroute.via_count" unit="">3885</metric>
    <metric name="drt_iter0_markers" unit="">89</metric>
    <metric name="drtAntennaViolNets" unit="">0</metric>
    <metric name="post_drt_via_cell_ratio" unit="">5.381</metric>
  </group>
  <group name="synth">
    <metric name="synth_chip_area" unit="µm²">4121</metric>
    <metric name="synth.distinct_cells" unit="">43</metric>
    <metric name="synth-warning-count" unit="">0</metric>
    <metric name="yosys.stat.seqShare" unit="">0</metric>
    <metric name="syn_area_per_cell" unit="µm²">7.618</metric>
    <metric name="syn_area" unit="µm²">4121</metric>
    <metric name="syn-instance-count" unit="">541</metric>
    <metric name="yosys-stat-cells" unit="">541</metric>
  </group>
  <group name="worst_setup_path">
    <metric name="path_max_fanout" unit="">24</metric>
    <metric name="worst-endpoint-required" unit="ns">10.88</metric>
    <metric name="path_common_cell" unit="">sky130_fd_sc_hd__ha_1</metric>
    <metric name="path_buffers" unit="">3</metric>
    <metric name="path_class" unit="">in2out</metric>
    <metric name="worst_path_dominant_cell_family" unit="">AND-OR/OR-AND gates</metric>
    <metric name="critical_path_start" unit="">opcode[2]</metric>
    <metric name="worst_path_arrival" unit="ns">10.10</metric>
    <metric name="crit_path_start_kind" unit="">input port</metric>
    <metric name="setup.worst_path.end_class" unit="">output pin</metric>
    <metric name="crit_end" unit="">res[30]</metric>
    <metric name="timing.critical_path.slowest_cell_delay" unit="ns">0.51</metric>
    <metric name="worst_path_max_delay_cell" unit="">sky130_fd_sc_hd__clkdlybuf4s50_1</metric>
    <metric name="critical_path_cell_count" unit="">39</metric>
  </group>
  <group name="timing">
    <metric name="rsz0062_at_grt" unit="">false</metric>
    <metric name="timing.max_slew.rel_slack" unit="">0.5575</metric>
    <metric name="timing.final.max_slew_violations" unit="">0</metric>
    <metric name="tns" unit="ns">0</metric>
    <metric name="timing.final.crit_period" unit="ns">12.82</metric>
    <metric name="tightest_slew" unit="ns">0.6608</metric>
    <metric name="finalSetupViolations" unit="">0</metric>
    <metric name="achievable-frequency" unit="GHz">0.07798</metric>
    <metric name="timing_hold_violations_final" unit="">0</metric>
    <metric name="fin_crit_sh" unit="">0.9429</metric>
  </group>
  <group name="layout">
    <metric name="most-common-layout-cells" unit="">sky130_fd_sc_hd__inv_1, sky130_fd_sc_hd__ha_1, sky130_fd_sc_hd__clkdlybuf4s50_1</metric>
    <metric name="flow.area_growth_from_synthesis" unit="%">24.86</metric>
    <metric name="flop_area" unit="µm²">0</metric>
    <metric name="final_common_cell" unit="">sky130_fd_sc_hd__inv_1</metric>
    <metric name="num-clock-buffers" unit="">0</metric>
    <metric name="design.seq.count" unit="">0</metric>
    <metric name="final_layout_size_suffix_gt1_frac" unit="">0.06129</metric>
  </group>
  <group name="job">
    <metric name="warnings" unit="">73</metric>
    <metric name="cap_viol_max_count" unit="">0</metric>
  </group>
  <group name="die">
    <metric name="core" unit="µm²">7848</metric>
    <metric name="placement_rows" unit="">32</metric>
    <metric name="design.die.area" unit="µm²">8610</metric>
    <metric name="pin_count" unit="">100</metric>
    <metric name="die_y_size" unit="µm">92.79</metric>
    <metric name="dieWidth" unit="µm">92.79</metric>
    <metric name="fp_util" unit="">0.5252</metric>
  </group>
  <group name="power_and_ir_drop">
    <metric name="power.density" unit="nW/µm²">38.64</metric>
    <metric name="power.static_leakage" unit="nW">2.516</metric>
    <metric name="total_power" unit="W">0.0001988</metric>
    <metric name="vdd_ir_drop_max" unit="mV">0.02009</metric>
  </group>
  <group name="worst_hold_path">
    <metric name="worstHoldStart" unit="">opcode[0]</metric>
    <metric name="hp-class" unit="">in2out</metric>
  </group>
  <group name="placed_design">
    <metric name="place_congestion" unit="">0.8477</metric>
    <metric name="post-dp-hpwl" unit="µm">7583</metric>
    <metric name="io_buffers" unit="">100</metric>
  </group>
  <group name="cts">
    <metric name="ctsHoldBuffers" unit="">0</metric>
  </group>
</metrics>
synthesized netlist by cell type (7+ instances only):
master                       n  area share
sky130_fd_sc_hd__inv_1     104       0.095
sky130_fd_sc_hd__ha_1      103        0.31
sky130_fd_sc_hd__nor2_1     55       0.050
sky130_fd_sc_hd__nand2_1    39       0.036
sky130_fd_sc_hd__o21ai_0    33       0.040
sky130_fd_sc_hd__a211oi_1   28       0.051
sky130_fd_sc_hd__a21oi_1    28       0.034
sky130_fd_sc_hd__mux4_2     23        0.13
sky130_fd_sc_hd__xor2_1     15       0.032
sky130_fd_sc_hd__buf_2      11       0.013
sky130_fd_sc_hd__clkbuf_1    9      0.0082
sky130_fd_sc_hd__a21o_1      8       0.015
sky130_fd_sc_hd__fa_1        8       0.039
sky130_fd_sc_hd__a31oi_1     7       0.011
sky130_fd_sc_hd__buf_4       7       0.013
cells by family (layout without fill, tap and decap cells):
family | count (synthesis) | after routing | synth area share
XOR/XNOR | 17 | 17 | 0.03613
adder cells (fa/ha/maj) | 111 | 111 | 0.3515
AND-OR/OR-AND | 139 | 139 | 0.2213
multiplexers | 28 | 28 | 0.1378
buffers and inverters | 134 | 213 | 0.1354
AND/OR/NAND/NOR | 112 | 112 | 0.1178
routing by layer:
layer | wire (µm) | global-route usage | part of all wire | up-vias
met4 | 26 | 0.01026 | 0.0027 | 0
met2 | 4368 | 0.4099 | 0.45 | 74
met5 | 0 | 0 | 0 | -
li1 | - | - | - | 2023
met3 | 416 | 0.01086 | 0.043 | 2
met1 | 4889 | 0.3596 | 0.50 | 1786
power by group:
| group | internal [W] | switching [W] |
|---|---|---|
| clock network | 0 | 0 |
| registers | 0 | 0 |
| logic | 0.000109 | 0.0000896 |
worst min-delay path by stage:
stage | cells after the start | end | slack [ns]
6_report | 4 | res[15] | 6.25
5_1_grt | 4 | res[15] | 6.29
4_1_cts | 4 | res[15] | 6.26
cell type report:
class,instances,area [µm²]
Multi-Input combinational cell,407,3575
Timing Repair Buffer,109,1054
Fill cell,704,2701
Tap cell,102,127.6
Inverter,104,390.4
repair_timing:
action                                  4_1_cts  5_1_grt
endpoints found under the hold margin         0        0
endpoints found under the setup margin        0        3
resized                                       0        3
buffers inserted                              0        0
per-stage QoR:
stage / instances / setup WS (ns) / hold WS [ns] / utilization / instance area (µm²)
2_1_floorplan: 541 / 2.258 / 5.516 / - / 4121
3_3_place_gp: 722 / 0.8517 / 6.264 / 0.6558 / 5146
3_5_place_dp: 722 / 0.5224 / 6.251 / 0.6558 / 5146
4_1_cts: 722 / 0.4776 / 6.259 / 0.6558 / 5146
5_1_grt: 722 / 0.09165 / 6.292 / 0.6558 / 5146
6_report: 722 / 0.7762 / 6.247 / 0.6558 / 5146
Power and IR drop assume default switching activity.
