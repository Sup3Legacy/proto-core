==> design/flow/design.v <==
module register_file (
    input wire [4:0] read_register_1,
    input wire [4:0] read_register_2,
    input wire [4:0] write_register,
    input wire [31:0] write_data,
    input wire write_enable,
    input wire clock,
    output wire [31:0] read_data_1,
    output wire [31:0] read_data_2
);
    logic [31:0] REGS[31:0];
    integer i;
    initial begin
        for (i=0; i<32; i = i + 1) begin
            REGS[i] = 32'b0;
        end
    end
    assign read_data_1 = REGS[read_register_1];
    assign read_data_2 = REGS[read_register_2];
    always @(posedge clock) begin
        if (write_enable && (write_register != 0)) begin
            REGS[write_register] = write_data;
        end
    end
endmodule
==> design/flow/run.sh <==
#!/bin/bash
# OpenROAD 26Q1-2900-gdf79404cd8, Yosys 0.63+post, stock flow scripts
make -C /OpenROAD-flow-scripts/flow DESIGN_CONFIG=/design/flow/config.mk WORK_HOME=/design/flow/orfs finish
==> design/flow/config.mk <==
export PLATFORM = sky130hd
export DESIGN_NAME = register_file
export DESIGN_NICKNAME = register_file
export VERILOG_FILES = /design/flow/design.v
export SDC_FILE = /design/flow/constraint.sdc
export NUM_CORES = 4
export LEC_CHECK = 1
export CORE_UTILIZATION = 40
==> design/flow/constraint.sdc <==
current_design register_file

set clk_period 6.0
set clk_io_pct 0.2

create_clock -name clk0 -period $clk_period [get_ports {clock}]

set non_clock_inputs [all_inputs -no_clocks]
set_input_delay [expr $clk_period * $clk_io_pct] -clock clk0 $non_clock_inputs
set_output_delay [expr $clk_period * $clk_io_pct] -clock clk0 [all_outputs]
==> flow_metrics.rpt <==
IMPLEMENTATION SUMMARY REPORT
----------------------------------------------------
[Final timing]
  Final Worst Setup Slack ........................ 0.675 ns
  Fmax achieved ........................ 188 MHz
  Number of setup violations in the final report ........................ 0
  Smallest hold slack ........................ 1.33 ns
  Endpoints failing hold ........................ 0
  Post-route setup TNS ........................ 0 ns
  Tightest Pin Transition ........................ 0.988 ns
  Crit share post-route ........................ 0.888
  RSZ-0062 raised after global routing ........................ false
  Minimum clock period after layout ........................ 5.33 ns
  Final Max Tran Viols ........................ 0
  Worst rel slew slack ........................ 0.340

[Drt]
  Total length of routed wires ........................ 150 mm
  DRC ........................ 0
  Number of DRC markers after the initial detailed-route iteration ........................ 2299
  Routed via count divided by cell count ........................ 5.88
  Routed wirelength normalized by instance count ........................ 28.5 µm
  Antenna violation net count after detailed routing ........................ 0
  Iteration tally of the first detailed-router pass ........................ 5
  Vias after detailed routing ........................ 30922

[Synth]
  Synth Seq Share ........................ 0.631
  Synth Area in Adders ........................ 0
  Yosys warning total ........................ 1
  Mapped cell area ........................ 48800 µm²
  Main logic family ........................ multiplexers
  Average footprint of a synthesized cell ........................ 14.4 µm²
  Multiplexer share ........................ 0.210
  Parity-gate share of the synthesized area counting xor and xnor cells ........................ 0
  Library cells used by synthesis ........................ 24
  Aoi share ........................ 0.0805
  Flip-flop and latch count after synthesis ........................ 1024
  Number of standard cells reported by yosys ........................ 3386
  Cells after synthesis ........................ 3386
  Yosys simple share ........................ 0.0471
  Post-synthesis chip area from yosys ........................ 48800 µm²

[Clocking]
  Number of buffers created by CTS ........................ 107
  H-tree depth ........................ 3
  Maximum buffer depth of the clock tree ........................ 3
  Resize count post-CTS ........................ 0
  Root buffer selected by CTS ........................ sky130_fd_sc_hd__clkbuf_16
  Register clock-pin slew on the reported worst setup and hold paths ........................ 0.06 ns
  CTS tree ........................ yes
  Hold-fix buffers, CTS ........................ 0
  Clock tree sinks ........................ 1024
  Post-CTS setup-driven buffer insertion count ........................ 0

[Floorplan]
  Chip height ........................ 351 µm
  Core Util at FP ........................ 0.405
  Standard-cell rows ........................ 127
  # IOs ........................ 113
  Die ar. ........................ 123000 µm²
  Die X-Extent ........................ 351 µm
  Core Region ........................ 120000 µm²

[Setup path]
  Critical path startpoint category ........................ primary input
  CP max FO ........................ 32
  Chain of cells forming the critical path ........................ clkdlybuf4s50_1 -> nor2b_4 -> buf_12 -> buf_12 -> a22o_1 -> nor3_1 -> a31oi_1 -> nand3_1 -> clkdlybuf4s50_1
  Kind of cell adding the most delay to the critical path ........................ buffers and inverters
  Crit path buffers/inverters ........................ 4
  Arrival @ worst endpoint ........................ 4.13 ns
  Slowest-stage cell, CP ........................ sky130_fd_sc_hd__clkdlybuf4s50_1
  Data required time at the worst endpoint ........................ 4.80 ns
  Endpoint kind of the worst setup timing path ........................ primary output
  Largest incremental delay on the critical path ........................ 0.62 ns
  Type of the worst setup path ........................ primary input to primary output

[Cells and area]
  Utilization of the core after routing ........................ 0.465
  Leading cell types in the layout, fill and taps excluded ........................ sky130_fd_sc_hd__edfxtp_1, sky130_fd_sc_hd__mux2i_1, sky130_fd_sc_hd__nand3_1
  Share of layout cells above drive strength 1 ........................ 0.103
  Count of non-filler cells in the finished layout ........................ 5258
  Area Overhead vs Synth ........................ 15.0%
  Max reg flops ........................ 1024

[GRT]
  Vias in the first global route ........................ 32004
  Pin count of the biggest net entering global routing ........................ 82
  Wire length of the first global-routing pass ........................ 215 mm
  Grt total ovfl ........................ 0
  Number of antenna violations at the first check in global routing ........................ 9
  Global-route usage over all layers ........................ 0.262

[Placement]
  Setup slack after placement ........................ 0.746 ns
  Final estimated routing congestion in global placement ........................ 0.886
  Cell total after placement ........................ 5056
  # port buffers ........................ 112
  Post-DP HPWL ........................ 86.1 mm

[Run]
  Number of maximum-capacitance violations ........................ 0
  Warning total across the stage logs ........................ 26

[Pwr]
  VDD IR max ........................ 0.000240 V
  Power density of the placed cells ........................ 288 nW/µm²
  Leakage power total ........................ 20.6 nW

[Run status]
  Run status ........................ completed

[Hold path]
  Hold WC Path Type ........................ primary input to register

----------------------------------------------------
area by class of cell:
type | instances | area (µm²)
Clock buffer | 127 | 2800
Sequential cell | 1024 | 30700
Fill cell | 10405 | 64400
Timing Repair Buffer | 280 | 2930
Antenna cell | 1 | 2.50
Multi-Input combinational cell | 2140 | 16900
Tap cell | 1612 | 2020
Clock inverter | 74 | 666
per-layer routing:
layer / vias up / part of all wire / track usage
li1: 13719 / - / -
met1: 15154 / 0.36 / 0.334
met2: 1743 / 0.45 / 0.382
met3: 290 / 0.15 / 0.169
met4: 16 / 0.033 / 0.0673
met5: - / 0.00089 / 0.00392
final timing paths:
check,start,to,cells past startpoint
max,read_register_2[0],read_data_2[0],9
min,write_data[3],REGS[9][3],2
cell families (layout without fill, tap and decap cells):
kind of cell	after synthesis	count (layout)
AND/OR/NAND/NOR	508	508
buffers and inverters	253	481
flip-flops	1024	1024
multiplexers	1024	1024
AND-OR/OR-AND	576	576
other	1	33
stage by stage:
stage	cell area, µm²	total power, mW
finish	56000	16.1
detailed placement	52600	9.68
CTS	56000	16.2
global placement	52600	9.67
global route	56000	16.6
floorplan	48900	9.00
power by group:
part,switching [mW],internal [mW],leakage (nW),total [mW]
Clock,2.80,3.79,1.69,6.59
Combinational,0.926,0.595,9.68,1.52
Sequential,0.0402,7.98,9.25,8.02
cells in the mapped netlist:
| master | n | area (µm²) |
|---|---|---|
| sky130_fd_sc_hd__edfxtp_1 | 1024 | 30700 |
| sky130_fd_sc_hd__mux2i_1 | 1024 | 10200 |
| sky130_fd_sc_hd__nand2_1 | 195 | 732 |
| sky130_fd_sc_hd__nand3_1 | 194 | 971 |
| sky130_fd_sc_hd__a21oi_1 | 192 | 961 |
| sky130_fd_sc_hd__a22oi_1 | 192 | 1440 |
| sky130_fd_sc_hd__a22o_1 | 128 | 1120 |
| sky130_fd_sc_hd__clkbuf_1 | 82 | 308 |
| sky130_fd_sc_hd__a31oi_1 | 64 | 400 |
| sky130_fd_sc_hd__nor3_1 | 64 | 320 |
| sky130_fd_sc_hd__buf_2 | 62 | 310 |
| sky130_fd_sc_hd__buf_4 | 57 | 428 |
| sky130_fd_sc_hd__buf_6 | 37 | 417 |
| sky130_fd_sc_hd__nor2_1 | 34 | 128 |
| sky130_fd_sc_hd__buf_1 | 11 | 41.3 |
| sky130_fd_sc_hd__nand3b_1 | 5 | 37.5 |
| sky130_fd_sc_hd__clkbuf_4 | 4 | 30.0 |
| sky130_fd_sc_hd__nand2b_1 | 4 | 25.0 |
| sky130_fd_sc_hd__nor2b_1 | 4 | 25.0 |
| sky130_fd_sc_hd__or3b_2 | 3 | 26.3 |
| sky130_fd_sc_hd__and2_1 | 2 | 12.5 |
| sky130_fd_sc_hd__or2_2 | 2 | 12.5 |
| sky130_fd_sc_hd__conb_1 | 1 | 3.75 |
| sky130_fd_sc_hd__or3_1 | 1 | 6.26 |
Power and IR drop assume default switching activity.
